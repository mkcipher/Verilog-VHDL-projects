## constraint.sdc

```tcl
current_design fifo

set clk_period 3.1
set clk_io_pct 0.2

create_clock -name clk0 -period $clk_period [get_ports {clk}]

set non_clock_inputs [all_inputs -no_clocks]
set_input_delay [expr $clk_period * $clk_io_pct] -clock clk0 $non_clock_inputs
set_output_delay [expr $clk_period * $clk_io_pct] -clock clk0 [all_outputs]
```

## design.v

```verilog
`timescale 1ns / 1ps
module fifo(reset,write,read,din,clk,dout,full,empty);
input [3:0]din;  
input reset,clk,read,write;
output reg [3:0]dout;
output reg empty,full;
reg [3:0]mem[0:15];
reg [3:0]wloc;
reg [3:0]rloc;  
reg nop;  
always@(posedge clk) 
begin
	if(reset) 
	begin
	wloc<=4'b0000;
	rloc<=4'b0000;
	dout<=0;
	mem[0]<=0;
	full<=0;
	empty<=1;
	end
	else	
			begin
					if(write)
						begin	
							if(full)
							nop<=1;
							else begin
							mem[wloc]<=din; empty<=0; end
							if((rloc==4'b0000&&wloc==4'b1111)||(rloc==wloc+1))
							full<=1;
							else
								begin
									if(wloc==4'b1111)
									wloc<=4'b0000;
									else
									wloc<=wloc+4'b0001;
								end
						end
					else
						nop<=1;
						if(read)
						begin	
							if(empty)
							dout<=0;
							else begin
							dout<=mem[rloc];
							mem[rloc]<=0;
							full<=0; end
							if(wloc==rloc)
							empty<=1;
							else
								begin
									if(rloc==4'b1111)
									rloc<=4'b0000;
									else
									rloc<=rloc+4'b0001;
								end
						end
						else
						dout<=0;
			end
end
endmodule
```

## run.sh

```bash
#!/bin/bash
# OpenROAD 26Q1-2900-gdf79404cd8, Yosys 0.63+post, stock flow scripts
make -C /OpenROAD-flow-scripts/flow DESIGN_CONFIG=/design/flow/config.mk WORK_HOME=/design/flow/orfs finish
```

## config.mk

```make
export PLATFORM = sky130hd
export DESIGN_NAME = fifo
export DESIGN_NICKNAME = fifo
export VERILOG_FILES = /design/flow/design.v
export SDC_FILE = /design/flow/constraint.sdc
export NUM_CORES = 4
export LEC_CHECK = 1
export CORE_UTILIZATION = 40
```

==> flow_metrics.py <==
# Physical implementation metrics
metrics = {
    "status": {
        "status": "complete, no violations",
    },
    "clock_network": {
        "cts-root-buf": "clkbuf_8",
        "numCtsBuffers": 9,
        "clk_path_buf_depth": 2,
        "cts_resized": 0,
        "clkSinkCount": 78,
        "post-cts-setup-buffers": 0,
        "postCtsHoldBufs": 0,
        "cts_tree": "done",
        "htree_num_levels": 3,
        "path_clk_slew_ns": 0.08,
        "insertion_delay_ns": 0.35,
    },
    "min_path": {
        "hold_path.class": "flop to flop",
        "hold_depth": 2,
    },
    "timing": {
        "finClkSkew_ns": 0.0110,
        "tightestPinTransition_ns": 0.772,
        "fin_crit_sh_pct": 77.5,
        "period_minus_slack_ns": 2.40,
        "slew_viol_final": 0,
        "finalSetupTns_ns": 0,
        "relSlewSlack_pct": 48.5,
        "finalSetupViolCount": 0,
        "grt_setup_unrepaired": "no",
        "hold_viol_final": 0,
        "fmax_ghz": 0.416,
    },
    "power_and_ir_drop": {
        "finalPower_mw": 2.60,
        "p_switching_uw": 831,
        "ir_drop_mv": 0.317,
        "p_leak_nw": 1.74,
        "p_sw_share_pct": 32.0,
        "clockPowerShare_pct": 28.7,
        "seqPwrFrac_pct": 46.9,
        "pwr-share-comb_pct": 24.4,
        "internal-power_mw": 1.77,
        "power_density_nw_per_um2": 603,
    },
    "floorplan": {
        "coreArea_sq_um": 9280,
        "boundaryPins": 14,
        "die_height_um": 100,
        "die-area_sq_um": 10000,
        "die_w_um": 100,
        "fp-utilization_pct": 41.4,
        "core.rowCount": 35,
    },
    "worst_setup_path": {
        "endpoint_kind": "flop",
        "crit_family": "simple AND/OR/NAND/NOR gates",
        "critPathSlowestCell": "nor3_2",
        "cp-start-kind": "input pin",
        "worstSetupPathType": "input pin to flop",
        "path_depth": 6,
        "worstPathMaxFanout": 11,
        "slowest_delay_ns": 0.53,
        "critical_path_required_ns": 3.33,
        "crit_buf_inv": 2,
        "cp.arrival_ns": 2.63,
        "cp_cell_sequence": "clkdlybuf4s50_1 -> buf_4 -> nor3_2 -> nand2_1 -> nor3_1 -> nor2_1",
        "reg2reg_depth": 6,
    },
    "flow_run": {
        "drv_cap": 0,
        "warnings": 28,
    },
    "global_routing": {
        "antenna_found_initial": 0,
        "grt_overflow": 0,
        "grt_max_degree": 18,
        "grt_pass1_wl_um": 14800,
        "track_usage_pct": 19.9,
        "grt_pass1_vias": 2739,
    },
    "final_layout": {
        "final_cells": 525,
        "drive_above_1_share_pct": 15.9,
        "areaGrowthSynthToFinish_pct": 12.0,
    },
    "detailed_routing": {
        "drt_iter0_markers": 218,
        "antenna-diode-count": 0,
        "postRouteAntennaNets": 0,
        "drt_first_pass_iters": 5,
        "vias_per_cell": 5.32,
        "drc": 0,
        "wl_um": 9010,
        "detail_route.wl_per_cell_um": 17.2,
        "via_count": 2794,
    },
    "synth": {
        "yosys.area.top_type": "dfxtp_1",
        "synth_cells": 380,
        "synth.distinct_cells": 44,
        "synth-seq-cells": 78,
        "yosysWarnings": 1,
        "yosys-stat-area_sq_um": 3850,
        "netlist_area_sq_um": 3850,
        "most_common_cell": "dfxtp_1",
        "area_leaders": "dfxtp_1, mux2i_1, mux4_2",
        "synth_top_flop_cell": "dfxtp_1",
        "async_flop_share_pct": 0,
        "avgSynthCellArea_sq_um": 10.1,
        "top_cell_area_share_pct": 40.6,
        "ys_seq_share_pct": 40.6,
        "synthTopCellsByCount": "dfxtp_1, nor2_1, mux2i_1",
        "ys_cells": 380,
        "enable_flop_cells": 0,
    },
    "placement": {
        "hpwlAfterDp_um": 6430,
        "dp_cells": 509,
        "port_buffers": 13,
        "gp_congestion": 0.910,
    },
}
-- cells in the final DEF (no fill, tap or decap), types with 5 or more instances in the layout --
cell,synthesis,final
and2_1,5,5
o21ai_0,9,9
buf_4,3,13
nor2_1,74,74
clkbuf_8,0,9
ha_1,5,5
mux2i_1,56,56
nor3_1,5,5
nand2_1,24,24
clkdlybuf4s50_1,0,13
nor3_2,5,5
inv_1,8,8
dfxtp_1,78,78
mux4_2,20,20
nand3_1,11,11
a21oi_1,13,13
-- worst min-delay path: stages, from the launching register on --
cell     delay, ns
dfxtp_1       0.31
o21ai_0       0.07
a21oi_1       0.06
-- flip-flops by register name, indices dropped and copies added (netlist names) --
| name | count |
|---|---|
| dout | 4 |
| full | 1 |
| rloc | 4 |
| wloc | 4 |
| mem | 64 |
| empty | 1 |
-- final timing paths --
path,slack (ns),end,from
worst max-delay path,0.70,mem[0][1]$_SDFFE_PP0P_,reset
worst min-delay path,0.48,mem[11][2]$_SDFFE_PP0P_,mem[11][2]$_SDFFE_PP0P_
worst max register to register,0.79,wloc[3]$_SDFFE_PP0P_,rloc[0]$_SDFFE_PP0P_
worst min register to register,0.48,mem[11][2]$_SDFFE_PP0P_,mem[11][2]$_SDFFE_PP0P_
-- routing by layer --
metal,vias up,track usage [%],share of wire [%]
met5,-,0,0
li1,1352,-,-
met1,1338,31.2,46
met2,92,29.1,44
met4,0,2.68,1.6
met3,12,6.02,8.3
-- cell families (layout without fill, tap and decap cells) --
| group | count (synthesis) | in the layout | synth area share [%] |
|---|---|---|---|
| muxes | 76 | 76 | 26.3 |
| buffers and inverters | 36 | 52 | 4.42 |
| AOI/OAI and AO/OA | 35 | 35 | 6.02 |
| xor gates and xnor gates | 8 | 8 | 2.70 |
| and+or+nand+nor | 142 | 142 | 18.3 |
| adders and majority gates | 5 | 5 | 1.63 |
| DFF | 78 | 78 | 40.6 |
-- cell type report --
type	count	area, sq um
Fill cell	885	4970
Multi-Input combinational cell	266	2110
Sequential cell	78	1560
Timing Repair Buffer	27	248
Tap cell	129	161
Clock buffer	10	128
Clock inverter	6	62.6
Inverter	9	33.8
-- power by group through the flow --
stage | clock [mW] | sequential [mW] | combinational (mW)
global route | 0.814 | 1.23 | 0.698
CTS | 0.764 | 1.21 | 0.634
finish | 0.747 | 1.22 | 0.633
-- metrics by stage --
stage | util (%) | setup WS [ns] | cell area [sq um] | hold WS [ns]
after floorplan | - | 1.04 | 3850 | 0.451
after global placement | 44.4 | 0.389 | 4120 | 0.462
after detailed placement | 44.4 | 0.373 | 4120 | 0.469
after CTS | 46.4 | 0.730 | 4310 | 0.480
after global routing | 46.4 | 0.571 | 4310 | 0.514
final | 46.4 | 0.698 | 4310 | 0.484
Power and IR drop assume default switching activity.
